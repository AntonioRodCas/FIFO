==> flow/design.v <==
module CounterFIFO
#
(parameter MEM_DEPTH=4,parameter Count=CeilLog2(MEM_DEPTH))
(
	input push, 
	input pop,
	input clk,
	input reset,
	output full,
	output empty
);
reg [Count:0] counter;
always@(posedge clk or negedge reset) begin
	if(reset == 1'b0) 											 
		counter <= 0;
	else if (push) begin										 
			counter <= counter + 1;
		end
		else if (pop) begin
			counter <= counter - 1;
		end
		else
			counter <= counter;
end
assign full = (counter >= MEM_DEPTH ) ? 1'b1 : 1'b0;
assign empty = (counter == 0 ) ? 1'b1 : 1'b0;
     function integer CeilLog2;
       input integer data;
       integer i,result;
       begin
          for(i=0; 2**i < data; i=i+1)
             result = i + 1;
          CeilLog2 = result;
       end
    endfunction
endmodule
module FIFO
#
(parameter DATA_WIDTH=8, parameter MEM_DEPTH=4,parameter ADDR_WIDTH=CeilLog2(MEM_DEPTH))
(
	input [DATA_WIDTH-1:0] DataInput, 
	input clk,
	input reset,
	input push,
	input pop,
	output [(DATA_WIDTH-1):0] DataOutput,
	output full,
	output empty
);
wire [ADDR_WIDTH-1:0] read_addr_wir;
wire [ADDR_WIDTH-1:0] write_addr_wir;
simple_dual_port_ram_single_clock
#(
	.DATA_WIDTH(DATA_WIDTH),
	.MEM_DEPTH(MEM_DEPTH)
) 
RAM_ints			  					 	 
(
	.data(DataInput),
	.read_addr (read_addr_wir),
	.write_addr (write_addr_wir),
	.we(push),
	.clk(clk),
	.q(DataOutput)
);
write_pointer
#(
	.MEM_DEPTH(MEM_DEPTH)
) 
w_pointer		  					 	 
(
	.push(push),
	.clk(clk),
	.reset(reset),
	.full(full),
	.write_addr(write_addr_wir)
);
read_pointer
#(
	.MEM_DEPTH(MEM_DEPTH)
) 
r_pointer		  					 	 
(
	.pop(pop),
	.clk(clk),
	.reset(reset),
	.empty(empty),
	.read_addr(read_addr_wir)
);
CounterFIFO
#(
	.MEM_DEPTH(MEM_DEPTH)
) 
FIFO_counter		  					 	 
(
	.push(push),
	.pop(pop),
	.clk(clk),
	.reset(reset),
	.full(full),
	.empty(empty)
);
     function integer CeilLog2;
       input integer data;
       integer i,result;
       begin
          for(i=0; 2**i < data; i=i+1)
             result = i + 1;
          CeilLog2 = result;
       end
    endfunction
endmodule
module FIFO_FPGA
#
(parameter DATA_WIDTH=8, parameter MEM_DEPTH=8,parameter ADDR_WIDTH=CeilLog2(MEM_DEPTH))
(
	input [DATA_WIDTH-1:0] DataInput, 
	input clk,
	input reset,
	input push,
	input pop,
	output [(DATA_WIDTH-1):0] DataOutput,
	output full,
	output empty
);
wire push_wir;
wire pop_wir;
wire push_inv;
wire pop_inv;
assign push_inv = ~push;
assign pop_inv = ~pop;
FIFO
#(
	.DATA_WIDTH(DATA_WIDTH),
	.MEM_DEPTH(MEM_DEPTH)
) 
FIFO_FPGA_MOD			  					 	 
(
	.DataInput(DataInput), 
	.clk(clk),
	.reset(reset),
	.push(push_wir),
	.pop(pop_wir),
	.DataOutput(DataOutput),
	.full(full),
	.empty(empty)
);
One_Shot
 ShotModule_push
(
	.clk(clk),
	.reset(reset),
	.Start(push_inv),
	.Shot(push_wir)
);
One_Shot
 ShotModule_pop
(
	.clk(clk),
	.reset(reset),
	.Start(pop_inv),
	.Shot(pop_wir)
);
     function integer CeilLog2;
       input integer data;
       integer i,result;
       begin
          for(i=0; 2**i < data; i=i+1)
             result = i + 1;
          CeilLog2 = result;
       end
    endfunction
endmodule
module One_Shot
(
	input clk,
	input reset,
	input Start,
	output Shot
);
reg [1:0] state;
localparam Waiting_Shot = 1;
localparam Shot_State = 2;
localparam Waiting_Not_Shot = 3;
reg Shot_reg;
wire Not_Start;
assign Not_Start = Start;
always@(posedge clk or negedge reset)
begin
if(reset == 1'b0) begin 
		state<=Waiting_Shot;
end
else begin
		case(state)
		Waiting_Shot:
			if(Not_Start == 1'b1)
				state <= Shot_State;
			else
				state <= Waiting_Shot;
		Shot_State:
				state <= Waiting_Not_Shot;
		Waiting_Not_Shot:
			if (Not_Start == 1'b1)
				state <= Waiting_Not_Shot;
			else 
				state <= Waiting_Shot;
		default:
				state <= Shot_State;
		endcase
	end
end 
always@(state) 
begin
	case(state)
		Waiting_Shot: 
			begin
				Shot_reg=1'b0;
			end
		Shot_State: 
			begin
				Shot_reg=1'b1;
			end
		Waiting_Not_Shot: 
			begin
				Shot_reg=1'b0;
			end
	default: 		
		begin 
				Shot_reg=1'b0;
		end
	endcase
end
assign Shot = Shot_reg;
endmodule
module read_pointer
#
(parameter MEM_DEPTH=4,parameter ADDR_WIDTH=CeilLog2(MEM_DEPTH))
(
	input pop, 
	input clk,
	input reset,
	input empty,
	output reg [(ADDR_WIDTH-1):0] read_addr
);
always@(posedge clk or negedge reset) begin
	if(reset == 1'b0) 											 
		read_addr <= 0;
	else if (pop) begin										 
			if(read_addr == (MEM_DEPTH-1))
				read_addr <= 0;
			else
				read_addr <= read_addr + 1;
		end
		else
			read_addr <= read_addr;
end
     function integer CeilLog2;
       input integer data;
       integer i,result;
       begin
          for(i=0; 2**i < data; i=i+1)
             result = i + 1;
          CeilLog2 = result;
       end
    endfunction
endmodule
module simple_dual_port_ram_single_clock
#
(parameter DATA_WIDTH=8, parameter MEM_DEPTH=4, parameter ADDR_WIDTH=CeilLog2(MEM_DEPTH))
(
	input [(DATA_WIDTH-1):0] data,
	input [(ADDR_WIDTH-1):0] read_addr, 
	input [(ADDR_WIDTH-1):0]	write_addr,
	input we, 
	input clk,
	output [(DATA_WIDTH-1):0] q
);
reg [DATA_WIDTH-1:0] ram [MEM_DEPTH-1:0];
always @(posedge clk)
begin
	if (we)
		ram[write_addr] <= data;
end
assign q = ram[read_addr];
     function integer CeilLog2;
       input integer data;
       integer i,result;
       begin
          for(i=0; 2**i < data; i=i+1)
             result = i + 1;
          CeilLog2 = result;
       end
    endfunction
endmodule
module write_pointer
#
(parameter MEM_DEPTH=4,parameter ADDR_WIDTH=CeilLog2(MEM_DEPTH))
(
	input push, 
	input clk,
	input reset,
	input full,
	output reg [(ADDR_WIDTH-1):0] write_addr
);
always@(posedge clk or negedge reset) begin
	if(reset == 1'b0) 											 
		write_addr <= 0;
	else if (push) begin										 
			if(write_addr == (MEM_DEPTH-1))
				write_addr <= 0;
			else
				write_addr <= write_addr + 1;
		end
		else
			write_addr <= write_addr;
end
     function integer CeilLog2;
       input integer data;
       integer i,result;
       begin
          for(i=0; 2**i < data; i=i+1)
             result = i + 1;
          CeilLog2 = result;
       end
    endfunction
endmodule
==> flow/run.sh <==
#!/bin/bash
# OpenROAD 26Q1-2900-gdf79404cd8, Yosys 0.63+post, stock flow scripts
make -C /OpenROAD-flow-scripts/flow DESIGN_CONFIG=/design/flow/config.mk WORK_HOME=/design/flow/orfs finish
==> flow/config.mk <==
export PLATFORM = sky130hd
export DESIGN_NAME = FIFO_FPGA
export DESIGN_NICKNAME = FIFO_FPGA
export VERILOG_FILES = /design/flow/design.v
export SDC_FILE = /design/flow/constraint.sdc
export NUM_CORES = 4
export LEC_CHECK = 1
export CORE_UTILIZATION = 40
==> flow/constraint.sdc <==
current_design FIFO_FPGA

set clk_period 2.7
set clk_io_pct 0.2

create_clock -name clk0 -period $clk_period [get_ports {clk}]

set non_clock_inputs [all_inputs -no_clocks]
set_input_delay [expr $clk_period * $clk_io_pct] -clock clk0 $non_clock_inputs
set_output_delay [expr $clk_period * $clk_io_pct] -clock clk0 [all_outputs]
==> changes_impl.md <==
### Implementation results

* Status: completed
* Area leader share at 58.7%
* Worst-margin pin slew at 0.730 ns
* CTS tree: done
* Cell Area, Synth at 0.00327 mm^2
* Syn Area/Cell at 19.8 um^2
* First-pass GRT wire length at 8310 um
* RSZ-0062 raised after global routing: true
* Via count at 1545
* Fin. max-slew vios at 0
* Tool warning count at 26
* Max Freq at 0.376 GHz
* Share of layout cells above drive strength 1 at 23.8%
* Final setup fails at 0
* Setup TNS Final at 0 ns
* Post-synth top area cell: edfxtp_1
* Leakage at 0.00132 uW
* Non-Filler Instances at 308
* Sequential fraction of the synthesis area at 71.0%
* Drt pass-1 iters at 4
* Crit path max fanout at 4
* Post-route cell area at 0.00379 mm^2
* XORs/XNORs by Area at 0.535%
* Max cap viols at 0
* Setup CP Type: register to primary output
* CTS Buffer Depth at 2
* Vias/cell at 5.02
* Register-to-Register Path Depth at 5
* Slew margin rel. at 51.2%
* Basic Gates by Area at 3.56%
* Mux cell area share after synthesis at 17.6%
* Clk slew on worst S/H paths at 0.08 ns
* CP arrival at 2.12 ns
* Final core occ at 48.6%
* Critical path endpoint category: primary output
* Adder Area Share at 2.91%
* Final total power at 3260 uW
* Vias in the first global route at 1651
* Post-synth top cells: edfxtp_1 (64), mux4_1 (16), dfrtp_1 (14)
* DRT Wirelength at 5250 um
* Storage element area at 0.00233 mm^2
* N_diodes at 0
* Top logic family: multiplexers
* Main area contributors: edfxtp_1 (59%), mux4_1 (13%), dfrtp_1 (11%), mux2_2 (4.5%), ha_1 (2.3%)
* Number of synthesized register bits at 80
* Final RePlAce weighted congestion at 0.820
* Residual DRC at 0
* Largest net degree at the start of global routing at 19
* CTS H-tree lvls at 3
* Initial antenna violation count at 0
* Fin crit period at 2.66 ns
* Gate Area at 852 um^2
* Type of origin of the critical path: register
* Yosys warning tally at 5
* Yosys aoi share at 2.33%
* Die width at 92.5 um
* Fin. Hold Viols at 0
* Worst setup startpoint: FIFO_FPGA_MOD.r_pointer.read_addr[0]
* Gr ovfl total at 0
* Die ar. at 0.00855 mm^2
* Pre-placement core utilization at 41.9%
* Worst Path Required at 2.16 ns
* Placed instance count at 291
* Core Area at 0.00781 mm^2
* CTS Hold Bufs at 0
* Antenna viol nets, final at 0
* Cell with the most instances after synthesis: edfxtp_1
* Clock Tree Root: clkbuf_8
* Worst-Skew Late Latency at 0.34 ns
* Worst setup path endpoint: DataOutput[3]
* Cell Type Count at 30
* Area post-placement at 0.00363 mm^2
* Yosys chip area at 0.00327 mm^2
* Gr usage total at 14.2%
* Area Overhead vs Synth at 15.9%
* Count of library flops with an enable pin at 64
* R2r setup slk at 0.53 ns
* Period utilization at 98.5%
* Asr flop ratio synth at 20.0%
* Buffers added on ports at 21
* Initial detailed-routing violation count at 42
* Die Ht at 92.5 um
* CTS buffer count at 9
* R2r startpoint: ShotModule_push.state[1]
* Ys cells at 165
* Fillers at 621
* DR WL/cell at 17.0 um
* Power per cell area at 859 mW/mm^2
* Num rows at 32
* Commonest flop: edfxtp_1
* Clk sinks at 80
* Worst r2r dst: FIFO_FPGA_MOD.FIFO_counter.counter[3]
* Dpl hpwl at 3370 um
* Cells after Synth at 165
* Clk_skew at 0.0109 ns
* Worst Hold Class: register to register
* Max rail drop VDD at 397 uV
* I/O pin total at 22
-- what timing repair did --
item                                   in CTS  in global routing
endpoints found under the hold margin       0                  0
gates resized                               5                  8
pin swaps                                   0                  0
setup buffers                               1                  0
setup endpoints to repair                   8                  8
-- metal layers --
layer / vias to the layer above / global-route usage, % / wire length, um
met5: - / 0 / 0
met4: 0 / 3.65 / 168
met3: 16 / 6.52 / 452
met2: 61 / 21.2 / 2460
met1: 738 / 20.6 / 2160
li1: 730 / - / -
-- through the flow --
step / hold slack (ns) / setup slack (ns)
final: 0.489 / 0.0400
after global routing: 0.509 / -0.0401
after CTS: 0.493 / 0.00778
after detailed placement: 0.475 / 0.228
after global placement: 0.462 / 0.233
after floorplan: 0.244 / 0.779
-- power by group --
group	internal, uW	switching (uW)
Combinational	625	279
Clock	359	388
Sequential	1440	166
Total	2430	833
-- state kept, by name, indices dropped and copies added, names as in the netlist --
register	cells
FIFO_FPGA_MOD.FIFO_counter.counter	4
ShotModule_pop.state	3
FIFO_FPGA_MOD.r_pointer.read_addr	3
FIFO_FPGA_MOD.w_pointer.write_addr	3
FIFO_FPGA_MOD.RAM_ints.ram	64
ShotModule_push.state	3
-- placed cells by master, fill, tap and decap left out, drive strengths merged --
master         count
a211oi             2
a21o               1
a22o               1
buf               11
clkbuf            13
clkdlybuf4s50     21
clkinv             2
clkinvlp           1
dfrtp             14
dfstp              2
edfxtp            64
fa                 1
ha                 6
inv                4
mux2              13
mux2i              1
mux4              16
nand2              3
nand2b             4
nor2              12
nor2b              2
nor3               2
nor4               2
o2111a             1
o211ai             1
o21a               1
o21ai              2
o31a               1
xnor2              2
-- final cells by class --
class | count | share of cell area (%)
clock buffers | 13 | 3.92
clock inverters | 3 | 0.495
inverters | 4 | 0.396
multi-input cells | 74 | 22.5
flip-flops and latches | 80 | 61.3
well taps | 102 | 3.36
repair buffers | 32 | 8.01
-- cell families after synthesis --
group                    after synthesis
AND/OR/NAND/NOR                       25
XOR/XNOR                               2
adder cells (fa/ha/maj)                7
flip-flops                            80
AND-OR/OR-AND                         10
buffers and inverters                 11
multiplexers                          30
-- worst min path at each step --
stage / start / end / slack [ns] / cells past startpoint
after CTS: ShotModule_push.state[2] / ShotModule_push.state[0] / 0.49 / 1
after global routing: ShotModule_pop.state[2] / ShotModule_pop.state[2] / 0.51 / 1
final: ShotModule_push.state[2] / ShotModule_push.state[0] / 0.49 / 1
-- critical path: stages, from the launching register on --
cell	delay, ns
dfrtp_2	0.40
buf_4	0.15
mux4_1	0.54
mux2_2	0.28
clkdlybuf4s50_1	0.41
Power figures rest on the tool's default switching activity, not on a simulated workload.
